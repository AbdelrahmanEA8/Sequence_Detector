==> ./design.v <==
module Ram_Lab(
    input [width-1:0] wr_data,
    input [width-1:0] wr_add,rd_add,
    input rd_en,wr_en,rst,clk,
    output reg [width-1:0] rd_data
);
integer i;
parameter width = 16,
          depth = 4;
reg [width-1:0] MEM [0:2**depth-1];
always @(posedge clk or negedge rst) begin
    if(~rst)begin
      for (i =0 ;i<depth ;i=i+1 ) begin
        MEM[i]<=0;
      end
    end
    else if(rd_en)begin
        rd_data<=MEM[rd_add];
    end
    else if(wr_en)begin
        MEM[wr_add]<=wr_data;
    end
end
endmodule
==> ./run.sh <==
#!/bin/bash
# OpenROAD 26Q1-2900-gdf79404cd8, Yosys 0.63+post, stock flow scripts
make -C /OpenROAD-flow-scripts/flow DESIGN_CONFIG=/design/flow/config.mk WORK_HOME=/design/flow/orfs finish
==> ./config.mk <==
export PLATFORM = sky130hd
export DESIGN_NAME = Ram_Lab
export DESIGN_NICKNAME = Ram_Lab
export VERILOG_FILES = /design/flow/design.v
export SDC_FILE = /design/flow/constraint.sdc
export NUM_CORES = 4
export LEC_CHECK = 1
export CORE_UTILIZATION = 50
==> ./constraint.sdc <==
current_design Ram_Lab

set clk_period 1.6
set clk_io_pct 0.2

create_clock -name clk0 -period $clk_period [get_ports {clk}]

set non_clock_inputs [all_inputs -no_clocks]
set_input_delay [expr $clk_period * $clk_io_pct] -clock clk0 $non_clock_inputs
set_output_delay [expr $clk_period * $clk_io_pct] -clock clk0 [all_outputs]
==> CHANGELOG.md <==
### Changed

- Clk_skew: 0.00964 ns
- Most numerous cell in the Yosys netlist: edfxtp_1
- # Cells Yosys: 683
- Worst endpoint required time: 1.88 ns
- Starting Density: 51.5%
- N_diodes: 0
- Mapped Cells: 683
- PD cells: 1140 nW/um^2
- Max stage delay on crit path: 0.48 ns
- Clock buffer count from CTS: 27
- Peak supply drop: 0.000751 V
- Reg2reg start: MEM[3][15]$_DFFE_PN0P_
- Worst Path Buf+Inv: 0
- Worst-margin pin slew: 0.724 ns
- Slew headroom: 51.7%
- Seq/Total Area, Yosys: 71.8%
- Die Span Y: 150 um
- Status: complete, but fails checks
- Yosys warning count: 2
- Final Max Tran Viols: 0
- Clock sinks: 272
- Power after layout: 0.0154 W
- Crit path DAT: 2.01 ns
- Delay-heaviest family, CP: AND-OR/OR-AND gates
- Routed length per instance: 23.2 um
- Crit. End Element: flip-flop
- Vias in the first global route: 6810
- Cell Area, Synth: 10900 sq um
- DR iter-0 viols: 418
- Fmax: 0.578 GHz
- Clock transition at path regs: 0.06 ns
- Port Buf Inserts: 43
- GRT Util Overall: 26.6%
- Ys async rst share: 23.5%
- Tool warning count: 52
- Leakage power: 5.10 nW
- H-tree depth: 1
- Cell area leaders: edfxtp_1, dfrtp_1, mux2_2, mux2i_1, a22oi_1
- RSZ-0062 raised after global routing: yes
- Hpwl dp: 17200 um
- CP Launch Type: flip-flop
- Failing checks: setup timing
- Crit-path slowest cell: a222oi_1
- Antenna Nets Post-Route: 0
- Routed WL: 25700 um
- Layout cells sized above 1: 29.9%
- DRC Markers: 0
- DR pass1 iterations: 5
- Clk Latency, worst-skew pair: 0.52 ns
- Average size of a mapped cell: 16.0 sq um
- Vias post-DR: 6498
- Die area: 22400 sq um
- WS Path Type: flip-flop to flip-flop
- Type of the most critical hold path: primary input to async pin
- Final setup fails: 8
- Distinct lib cells used: 50
- Dpl ws: -0.842 ns
- Setup WS post-layout: -0.130 ns
- Die X: 150 um
- Area Growth Syn to Fin: 24.2%
- Total grt overflow: 0
- Final hold vios: 0
- # IOs: 68
- Synth area leader: edfxtp_1
- Final Critical Period: 1.73 ns
- Routability cong.: 0.938
- Fillers: 1506
- Initial antenna violation count: 0
- Vias per inst: 5.87
- Core area: 21200 sq um
- Row count: 53
- Top cells by count: edfxtp_1, mux2_2, dfrtp_1
- Max-area cell share: 57.2%
- Number of enable flip-flop cells: 208
- Number of max-cap violations: 0
- Most used DFF post-synth: edfxtp_1
- CTS tree: yes
- Root Driver: clkbuf_16
- Setup crit start: MEM[3][15]$_DFFE_PN0P_
- Crit share post-route: 108%
- Yosys Chip Area: 10900 sq um
- First-pass GRT wire length: 39600 um
- Largest net degree at the start of global routing: 55
- Post-synth regs: 272
- Max clock buf depth: 3
- Crit-path cells: mux2_4 > a222oi_1 > o211ai_1 > o22a_1
- Crit Path Max Fanout: 2
## final timing paths
kind                                          to  slack [ns]  depth (start not counted)
setup / recovery           rd_data[15]$_DFFE_PP_       -0.13                          4
hold / removal             MEM[2][1]$_DFFE_PN0P_        0.08                          2
setup reg to reg           rd_data[15]$_DFFE_PP_       -0.13                          4
hold reg to reg            MEM[2][5]$_DFFE_PN0P_        0.50                          1
max in group asynchronous  MEM[0][8]$_DFFE_PN0P_        1.00                          3
min in group clk0          rd_data[15]$_DFFE_PP_        0.47                          3
## worst reg2reg max path: stages, from the launching register on
cell and delay (ns):
dfrtp_1 0.38, mux2_4 0.27, a222oi_1 0.49, o211ai_1 0.17
o22a_1 0.18
## layout by cell type, fill, tap and decap left out, types with 6 or more instances in the layout
cell type          n
a21oi_1           23
o21ai_0           13
o21ai_1            6
clkdlybuf4s50_1   18
o22a_1            11
dfrtp_1           64
nand2b_1           9
buf_4             66
nor2_2            15
clkbuf_16         27
a222oi_1          10
a22o_1            22
mux2_4            20
dlygate4sd2_1     22
o211ai_1          10
buf_12            30
nand2_1           17
nand3_1            8
edfxtp_1         208
mux2_2            55
nor2_1            27
mux2i_1           32
a22oi_1           27
## final cells by class
| class | count | area (sq um) | area share [%] |
|---|---|---|---|
| Clock buffer | 36 | 749 | 5.52 |
| Multi-Input combinational cell | 365 | 3000 | 22.1 |
| Tap cell | 275 | 344 | 2.54 |
| Timing Repair Buffer | 143 | 1550 | 11.4 |
| Sequential cell | 272 | 7850 | 57.8 |
| Inverter | 3 | 11.3 | 0.0830 |
| Clock inverter | 13 | 67.6 | 0.498 |
## state kept, by name (all words and copies together), names as in the netlist
name	cells
MEM	256
rd_data	16
## stage by stage
step	setup TNS, ns	cells	hold WS (ns)	area, sq um	util, %
2_1_floorplan	-5.30	683	0.0244	11100	-
3_5_place_dp	-124.65	1053	0.404	12600	59.6
6_report	-0.483	1107	0.0827	13600	63.9
3_3_place_gp	-120.98	1053	0.391	12600	59.6
4_1_cts	-0.424	1107	0.0964	13500	63.7
5_1_grt	-1.22	1107	0.149	13600	63.9
## kinds of logic after synthesis
group / Yosys count / synth area share [%]
muxes: 108 / 11.2
buffers and inverters: 46 / 2.02
AOI/OAI and AO/OA: 151 / 10.1
and+or+nand+nor: 106 / 4.81
DFF: 272 / 71.8
## layer usage
metal | track usage [%] | part of all wire, % | vias to the layer above
li1 | - | - | 2957
met1 | 41.9 | 41 | 3188
met2 | 35.4 | 43 | 329
met3 | 16.6 | 14 | 24
met4 | 3.74 | 1.4 | 0
met5 | 0 | 0 | -
## repair_timing
| action | CTS | global route |
|---|---|---|
| hold buffers | 1 | 0 |
| endpoints found under the setup margin | 75 | 14 |
| pin swaps | 5 | 9 |
| cloned | 1 | 0 |
| gates resized | 31 | 11 |
| endpoints found under the hold margin | 10 | 0 |
| buffers inserted | 3 | 0 |
## power by group
part / leakage, nW / internal, W / switching [W]
clock: 0.400 / 0.00328 / 0.00248
sequential: 2.70 / 0.00799 / 0.000180
combinational: 2.00 / 0.000800 / 0.000691
total: 5.10 / 0.0121 / 0.00335
No activity file was given, so power comes from the tool's default toggle rates.
